## flow/design.v

```verilog
`timescale 1 ns / 1 ps
module counter
# (
    parameter w = 1
) 
(
    input            clk,
    input            rst_n,
    input            en,
    output [w - 1:0] cnt
);
    wire [w - 1:0] q;
    wire [w - 1:0] d = q + 1'b1;
    register # (w) i_reg (clk, rst_n, en, d, q);
    assign cnt = q;
endmodule
module mealy_fsm
(
    input  clk,
    input  rst_n,
    input  en,
    input  a,
    output y
);
    parameter [0:0] S0 = 1'b0, S1 = 1'b1;
    reg state, next_state;
    always @ (posedge clk or negedge rst_n)
        if (! rst_n)
            state <= S0;
        else if (en)
            state <= next_state;
    always @*
        case (state)
        S0:
            if (a)
                next_state = S0;
            else
                next_state = S1;
        S1:
            if (a)
                next_state = S0;
            else
                next_state = S1;
        default:
            next_state = S0;
        endcase
    assign y = (a & state == S1);
endmodule
module moore_fsm
(
    input  clk,
    input  rst_n,
    input  en,
    input  a,
    output y
);
    parameter [1:0] S0 = 0, S1 = 1, S2 = 2;
    reg [1:0] state, next_state;
    always @ (posedge clk or negedge rst_n)
        if (! rst_n)
            state <= S0;
        else if (en)
            state <= next_state;
    always @*
        case (state)
        S0:
            if (a)
                next_state = S0;
            else
                next_state = S1;
        S1:
            if (a)
                next_state = S2;
            else
                next_state = S1;
        S2:
            if (a)
                next_state = S0;
            else
                next_state = S1;
        default:
            next_state = S0;
        endcase
    assign y = (state == S2);
endmodule
`timescale 1 ns / 1 ps
module register
# (
    parameter w = 1
) 
(
    input                clk,
    input                rst_n,
    input                en,
    input      [w - 1:0] d,
    output reg [w - 1:0] q
);
    always @ (posedge clk or negedge rst_n)
        if (! rst_n)
            q <= { w { 1'b0 } };
        else if (en)
            q <= d;
endmodule
`timescale 1 ns / 1 ps
module register_no_rst
# (
    parameter w = 1
) 
(
    input                clk,
    input                en,
    input      [w - 1:0] d,
    output reg [w - 1:0] q
);
    always @ (posedge clk)
        if (en)
            q <= d;
endmodule
`timescale 1 ns / 1 ps
module selector
#(
    parameter w = 8,
              n = 2
) 
(
    input      [n * w - 1:0] d,
    input      [n     - 1:0] sel,
    output reg [w     - 1:0] y
);
    integer i;
    always @*
    begin
        y = { w { 1'b0 } };
        for (i = 0; i < n; i = i + 1) 
            y = y | (d [i * w +: w] & { w { sel [i] } });
    end
endmodule
`timescale 1 ns / 1 ps
module seven_segment
# (
    parameter w              = 32,
              bits_per_digit = 4,
              n_digits       = w / bits_per_digit
)
(
    input                   clk,
    input                   rst_n,
    input                   en,
    input  [w        - 1:0] num,
    input  [n_digits - 1:0] dots,
    output [6:0]            abcdefg,
    output                  dot,
    output [n_digits - 1:0] anodes
);
    function [6:0] dig_to_seg (input [3:0] dig);
        case (dig)
        'h0: dig_to_seg = 'b0000001;   
        'h1: dig_to_seg = 'b1001111;
        'h2: dig_to_seg = 'b0010010;   
        'h3: dig_to_seg = 'b0000110;   
        'h4: dig_to_seg = 'b1001100;   
        'h5: dig_to_seg = 'b0100100;   
        'h6: dig_to_seg = 'b0100000;   
        'h7: dig_to_seg = 'b0001111;   
        'h8: dig_to_seg = 'b0000000;   
        'h9: dig_to_seg = 'b0001100;   
        'ha: dig_to_seg = 'b0001000;   
        'hb: dig_to_seg = 'b1100000;
        'hc: dig_to_seg = 'b0110001;
        'hd: dig_to_seg = 'b1000010;
        'he: dig_to_seg = 'b0110000;
        'hf: dig_to_seg = 'b0111000;
        endcase
    endfunction
    reg [n_digits - 1:0] anodes_d, anodes_q;
    always @*
        anodes_d <= { anodes_q [0], anodes_q [n_digits - 1 : 1] };
    always @ (posedge clk or negedge rst_n)
        if (! rst_n)
            anodes_q <= { { n_digits - 1 { 1'b1 } }, 1'b0 };
        else if (en)
            anodes_q <= anodes_d;
    assign anodes = anodes_q;
    wire [bits_per_digit - 1:0] dig;
    selector # (.w (bits_per_digit), .n (n_digits)) i_sel_dig
        (.d (num), .sel (~ anodes_d), .y (dig));
    register_no_rst # (7) i_abcdefg
    (
        .clk ( clk              ),
        .en  ( en               ),
        .d   ( dig_to_seg (dig) ),
        .q   ( abcdefg          )
    ); 
    wire dot_d;
    selector # (.w (1), .n (n_digits)) i_sel_dot
        (.d (dots), .sel (~ anodes_d), .y (dot_d));
    register_no_rst i_dot
    (
        .clk (   clk   ),
        .en  (   en    ),
        .d   ( ~ dot_d ),
        .q   (   dot   )
    ); 
endmodule
`timescale 1 ns / 1 ps
module shift_register
# (
    parameter w = 1
) 
(
    input            clk,
    input            rst_n,
    input            en,
    input            in,
    output [w - 1:0] out_reg
);
    wire [w - 1:0] q;
    wire [w - 1:0] d = { in, q [w - 1 : 1] };
    register # (w) i_reg (clk, rst_n, en, d, q);
    assign out_reg = q;
endmodule
`timescale 1 ns / 1 ps
module strobe_gen
# (
    parameter w = 24
)
(
    input  clk,
    input  rst_n,
    output strobe
);
    wire [w - 1:0] count; 
    counter # (w) i_counter (clk, rst_n, 1'b1, count);
    assign strobe = (count == { w { 1'b0 } } );
endmodule
module top
(
    input  clk,
    output led,
    inout            io_1  , io_2  , io_3  , io_4  , io_5  , io_6  , io_7  , io_8  ,
                                                     io_15 , io_16 , io_17 , io_18 , io_19 ,
           io_20  ,  io_21 ,                                 io_26 , io_27 , io_28 , io_29 ,
           io_30  ,                  io_33 , io_34 , io_35 , io_36 , io_37 , io_38 , io_39 ,
           io_40  ,  io_41 , io_42 , io_43 , io_44 ,                 io_47 , io_48 , io_49 ,
           io_50  ,  io_51 , io_52 , io_53 , io_54 , io_55 , io_56 , io_57 , io_58 ,
                     io_61 ,                                 io_66 , io_67 , io_68 , io_69 ,
           io_70  ,  io_71 , io_72 , io_73 , io_74 , io_75 , io_76 ,         io_78 ,
                     io_81 , io_82 , io_83 , io_84 , io_85 , io_86 , io_87 , io_88 , io_89 ,
           io_90  ,  io_91 , io_92 ,                 io_95 , io_96 , io_97 , io_98 , io_99 ,
           io_100
);
    reg [31:0] cnt;
    always @ (posedge clk)
        cnt <= cnt + 1;
    assign led = cnt [24];
    wire [ 3:0] key = { io_15 , io_16 , io_17 , io_18 };
    wire [ 7:0] sw  = { io_1  , io_2  , io_3  , io_4  , io_5  , io_6  , io_7  , io_8 };
    wire [11:0] led2;
    wire [ 7:0] abcdefgh;
    wire [ 7:0] digit;
    wire        buzzer;
    assign { io_81 , io_82 , io_83 , io_84 , io_85 , io_86 ,
             io_87 , io_88 , io_89 , io_90 , io_91 , io_92 } = led2;
    assign { io_33 , io_34 , io_35 , io_36 ,
             io_37 , io_38 , io_39 , io_40 } = abcdefgh;
    assign { io_50 , io_51 , io_52 , io_53 ,
             io_54 , io_55 , io_56 , io_57 } = digit;
    assign io_58 = buzzer;
    top2 i_top2
    (
        clk,
        key,
        sw,
        led2,
        abcdefgh,
        digit,
        buzzer
    );
endmodule
module top2
(
    input         clk,
    input  [ 3:0] key,
    input  [ 7:0] sw,
    output [11:0] led,
    output [ 7:0] abcdefgh,
    output [ 7:0] digit,
    output        buzzer
);
    wire rst_n = key [3];
    wire [3:0] key_db = ~ key;
    wire [7:0] sw_db  = ~ sw;
    wire shift_register_strobe;
    strobe_gen # (.w (23)) i_shift_strobe
        (clk, rst_n, shift_strobe);
    wire [11:0] out_reg;
    shift_register # (.w (12)) i_shift_reg
    (
        .clk     ( clk          ),
        .rst_n   ( rst_n        ),
        .en      ( shift_strobe ),
        .in      ( key_db [1]   ),
        .out_reg ( out_reg      )
    );
    assign led = ~ out_reg;
    wire [15:0] shift_strobe_count;
    wire [ 7:0] moore_fsm_out_count;
    wire [ 7:0] mealy_fsm_out_count;
    wire [31:0] number_to_display =
    {
        shift_strobe_count,
        moore_fsm_out_count,
        mealy_fsm_out_count
    };
    counter # (16) i_shift_strobe_counter
    (
        .clk   ( clk                ),
        .rst_n ( rst_n              ),
        .en    ( shift_strobe       ),
        .cnt   ( shift_strobe_count )
    );
    moore_fsm i_moore_fsm
    (
        .clk   ( clk           ),
        .rst_n ( rst_n         ),
        .en    ( shift_strobe  ),
        .a     ( out_reg       ),
        .y     ( out_moore_fsm )
    );
    counter # (8) i_moore_fsm_out_counter
    (
        .clk   ( clk                          ),
        .rst_n ( rst_n                        ),
        .en    ( shift_strobe & out_moore_fsm ),
        .cnt   ( moore_fsm_out_count          )
    );
    mealy_fsm i_mealy_fsm
    (
        .clk   ( clk           ),
        .rst_n ( rst_n         ),
        .en    ( shift_strobe  ),
        .a     ( out_reg       ),
        .y     ( out_mealy_fsm )
    );
    counter # (8) i_mealy_fsm_out_counter
    (
        .clk   ( clk                          ),
        .rst_n ( rst_n                        ),
        .en    ( shift_strobe & out_mealy_fsm ),
        .cnt   ( mealy_fsm_out_count          )
    );
    wire seven_segment_strobe;
    strobe_gen # (.w (10)) i_seven_segment_strobe
        (clk, rst_n, seven_segment_strobe);
    seven_segment #(.w (32)) i_seven_segment
    (
        .clk     ( clk                  ),
        .rst_n   ( rst_n                ),
        .en      ( seven_segment_strobe ),
        .num     ( number_to_display    ),
        .dots    ( sw_db                ),
        .abcdefg ( abcdefgh [7:1]       ),
        .dot     ( abcdefgh [0]         ),
        .anodes  ( digit                )
    );
    assign buzzer = ~ key_db [0];
endmodule
```

## flow/run.sh

```bash
#!/bin/bash
# OpenROAD 26Q1-2900-gdf79404cd8, Yosys 0.63+post, stock flow scripts
make -C /OpenROAD-flow-scripts/flow DESIGN_CONFIG=/design/flow/config.mk WORK_HOME=/design/flow/orfs finish
```

## flow/constraint.sdc

```tcl
current_design top

set clk_period 7.2
set clk_io_pct 0.2

create_clock -name clk0 -period $clk_period [get_ports {clk}]

set non_clock_inputs [all_inputs -no_clocks]
set_input_delay [expr $clk_period * $clk_io_pct] -clock clk0 $non_clock_inputs
set_output_delay [expr $clk_period * $clk_io_pct] -clock clk0 [all_outputs]
```

## flow/config.mk

```make
export PLATFORM = sky130hd
export DESIGN_NAME = top
export DESIGN_NICKNAME = top
export VERILOG_FILES = /design/flow/design.v
export SDC_FILE = /design/flow/constraint.sdc
export NUM_CORES = 4
export LEC_CHECK = 1
export CORE_UTILIZATION = 40
```

==> flow_summary.ini <==
; generated from flow reports
[run_status]
outcome = aborted with a tool error
haltStage = clock tree synthesis
toolErrorMsg = [error] [KeplerFormal.cpp:679] Workflow failed: Iso has multiple drivers: .io_910, _614_.Y0

[logic_synthesis]
ys_types = 44
yosys_area_um2 = 5540
syn_inst = 525
synth-seq-cells = 120
netlist.area_leader.share_pct = 36.2
synth.avg_cell_area_um2 = 10.5
topCellsByArea = dfrtp_1 (36%), xnor2_1 (10%), dfxtp_1 (9.0%)
synth_warnings = 18
postSynthSeqShare_pct = 52.9
yosys_cells = 525
yosysTopAreaCell = dfrtp_1
synthesis.area_um2 = 5540

[floorplanning]
dieWidth_um = 120
initial_core_util_pct = 41.5
ios = 77
num_rows = 42
die_y_um = 120

[clock_tree]
cts_buffer_depth = 2
cts_setup_buffers = 0
htree_levels = 4
hold_buffers = 0
cts_resized = 0
clkSinkCount = 120
cts_made_buffers = 17
root_buffer = clkbuf_16

[placement]
place_area_um2 = 5730
hpwlAfterDp_um = 6610
post-place-cells = 696
place.gp.congestion = 0.843
io_buffers = 1

[timing]
untimed_endpoints = 46
==> per-stage QoR <==
step,hold WS [ns],utilization (%),setup slack (ns)
detailed placement,0.413,42.9,3.96
floorplan,0.395,-,3.83
global placement,0.407,42.9,3.99
==> logic make-up after synthesis <==
family / synth area share (%)
and+or+nand+nor: 19.9
DFF: 52.9
xor gates and xnor gates: 13.0
buffers and inverters: 5.09
AOI/OAI and AO/OA: 4.52
adders and majority gates: 3.16
muxes: 1.51
==> Yosys cell counts (all sizes together) <==
| cell type | count |
|---|---|
| dfstp | 7 |
| o31ai | 1 |
| clkinv | 1 |
| mux2 | 3 |
| or2 | 2 |
| nor4b | 2 |
| dfxtp | 25 |
| nand2 | 62 |
| nor3b | 3 |
| xnor2 | 65 |
| and2 | 3 |
| a21o | 1 |
| buf | 8 |
| nor2 | 19 |
| and4 | 7 |
| clkbuf | 2 |
| nand3b | 1 |
| a22o | 2 |
| nor2b | 1 |
| xor2 | 17 |
| inv | 55 |
| a211oi | 1 |
| and3 | 7 |
| nor4 | 18 |
| edfxtp | 8 |
| or4 | 1 |
| o21ai | 17 |
| dfrtp | 80 |
| mux2i | 5 |
| o22ai | 20 |
| nand3 | 35 |
| nand4b | 1 |
| nand2b | 1 |
| nor3 | 12 |
| ha | 14 |
| nand4 | 18 |
