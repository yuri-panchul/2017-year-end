`flow/design.v`:
```
`timescale 1 ns / 1 ps
module sync_and_debounce_one
# (
    parameter depth = 8
)
(   
    input      clk,
    input      sw_in,
    output reg sw_out
);
    reg  [depth - 1:0] cnt;
    reg  [        2:0] sync;
    wire               sw_in_s;
    assign sw_in_s = sync [2];
    always @ (posedge clk)
        sync <= { sync [1:0], sw_in };
    always @ (posedge clk)
        if (sw_out ^ sw_in_s)
            cnt <= cnt + 1'b1;
        else
            cnt <= { depth { 1'b0 } };
    always @ (posedge clk)
        if (cnt == { depth { 1'b1 } })
            sw_out <= sw_in_s;
endmodule
module sync_and_debounce
# (
    parameter w = 1, depth = 8
)
(   
    input            clk,
    input  [w - 1:0] sw_in,
    output [w - 1:0] sw_out
);
    genvar sw_cnt;
    generate
        for (sw_cnt = 0; sw_cnt < w; sw_cnt = sw_cnt + 1)
        begin : gen_sync_and_debounce
           sync_and_debounce_one
           # (.depth (depth))
           i_sync_and_debounce_one
           (    
              .clk    ( clk             ),
              .sw_in  ( sw_in  [sw_cnt] ),
              .sw_out ( sw_out [sw_cnt] )
           );
        end
    endgenerate 
endmodule
```
`flow/run.sh`:
```
#!/bin/bash
# OpenROAD 26Q1-2900-gdf79404cd8, Yosys 0.63+post, stock flow scripts
make -C /OpenROAD-flow-scripts/flow DESIGN_CONFIG=/design/flow/config.mk WORK_HOME=/design/flow/orfs finish
```
`flow/config.mk`:
```
export PLATFORM = sky130hd
export DESIGN_NAME = sync_and_debounce
export DESIGN_NICKNAME = sync_and_debounce
export VERILOG_FILES = /design/flow/design.v
export SDC_FILE = /design/flow/constraint.sdc
export NUM_CORES = 4
export LEC_CHECK = 1
export CORE_AREA = 10 10 70 70
export DIE_AREA = 0 0 80 80
```
`flow/constraint.sdc`:
```
current_design sync_and_debounce

set clk_period 2.0
set clk_io_pct 0.2

create_clock -name clk0 -period $clk_period [get_ports {clk}]

set non_clock_inputs [all_inputs -no_clocks]
set_input_delay [expr $clk_period * $clk_io_pct] -clock clk0 $non_clock_inputs
set_output_delay [expr $clk_period * $clk_io_pct] -clock clk0 [all_outputs]
```
==> impl_metrics.env <==
# yosys + openroad results
export IMPL_cp_depth=1
export IMPL_topCellsByArea="dfxtp_1, edfxtp_1, xor2_1"
export IMPL_utilization_pct=15.5
export IMPL_place_inst=89
export IMPL_coreArea_mm2=0.00342
export IMPL_cp_max_fo=3
export IMPL_wire_per_inst_um=7.14
export IMPL_max_slew_margin_pct=63.7
export IMPL_rr_worst_depth=4
export IMPL_dr_pass1_iters=3
export IMPL_largest_area_cell="dfxtp_1"
export IMPL_vias=295
export IMPL_final_setup_worst_slack_ns=0.416
export IMPL_layout_worst_path_cycle_share_pct=79.2
export IMPL_cp_end_kind="primary output"
export IMPL_cts_resized=0
export IMPL_cts_inserted_buffers=3
export IMPL_slowest_delay_ns=0.50
export IMPL_setup_viol=0
export IMPL_drt_iter0_markers=14
export IMPL_power_leakage_nw=0.166
export IMPL_initial_utilization_pct=12.4
export IMPL_hp_class="reg2reg"
export IMPL_grt_ovfl_total=0
export IMPL_tritoncts="done"
export IMPL_synthDominantCellAreaShare_pct=51.9
export IMPL_die_area_mm2=0.00640
export IMPL_io_buffers=2
export IMPL_cts_sinks=12
export IMPL_postCtsSetupBuffers=0
export IMPL_syn_area_um2=424
export IMPL_n_antenna_cell=0
export IMPL_drive_above_1_share_pct=6.38
export IMPL_syn2layout_area_growth_pct=24.5
export IMPL_timing_setup_tns_ns=0
export IMPL_yosys_area_um2=424
export IMPL_pre_cts_ws_ns=0.722
export IMPL_rsz0062_at_grt="false"
export IMPL_slowest_stage="clkdlybuf4s50_1"
export IMPL_instances_no_fill=93
export IMPL_ys_seq_share_pct=59.0
export IMPL_die_w_um=80
export IMPL_syn_inst=41
export IMPL_dp_hpwl_um=472
export IMPL_wl_um=664
export IMPL_max_cap_viol_count=0
export IMPL_num_io_pins=3
export IMPL_power_per_cell_area_mw_per_mm2=805
export IMPL_finalMaxSlewViolations=0
export IMPL_antenna_found_initial=0
export IMPL_clk_pin_slew_ns=0.08
export IMPL_yosysWarningCount=1
export IMPL_cp_top_family="buffers and inverters"
export IMPL_worstHoldPathCells=0
export IMPL_grt_usage_pct=2.17
export IMPL_vias_per_cell=3.17
export IMPL_tightest_slew_ns=0.540
export IMPL_fin_crit_ns=1.58
export IMPL_rows=21
export IMPL_cp_cell_sequence="clkdlybuf4s50_1"
export IMPL_status="completed"
export IMPL_root_buffer="clkbuf_4"
export IMPL_peakVddDrop_mv=0.368
export IMPL_crit_type="reg2out"
export IMPL_start_kind="register"
export IMPL_place_gp_congestion=0.684
export IMPL_synth_cell_type_count=17
export IMPL_grt_pass1_wl_um=1130
export IMPL_log_warning_count=25
export IMPL_synth_seq_cells=12
export IMPL_critPathArrivalTime_ns=1.18
export IMPL_cp_num_buf_inv=1
export IMPL_fmax_mhz=631
export IMPL_cts_buffer_depth=2
export IMPL_post_route_drc_count=0
export IMPL_hold_viol=0
export IMPL_ys_cells=41
export IMPL_grt_max_degree=8
export IMPL_holdWs_ns=0.335
export IMPL_ant_nets=0
export IMPL_grt_pass1_vias=291
export IMPL_h_tree_depth=1
export IMPL_clock_latency_ns=0.27
export IMPL_synth_avg_cell_area_um2=10.3
export IMPL_cp_required_ns=1.60
export IMPL_postCtsHoldBufs=0
export IMPL_fp_dieH_um=80
export IMPL_fin_skew_ns=0.0146
per-layer routing:
metal	global-route usage [%]	vias up	wire (um)
met2	3.21	5	289
met3	1.59	0	55
met1	2.50	136	320
li1	-	154	-
met4	0.352	0	0
met5	0	-	0
final timing paths:
path,from,end,slack [ns]
min,register,register,0.33
max reg2reg,register,register,0.74
max,register,sw_out[0],0.42
min reg2reg,register,register,0.33
sequential cells by signal, summed over array words and instances, names as in the netlist:
register,count
gen_sync_and_debounce.i_sync_and_debounce_one.cnt,8
gen_sync_and_debounce.i_sync_and_debounce_one.sync,3
gen_sync_and_debounce.i_sync_and_debounce_one.sw_out,1
logic make-up after synthesis:
| family | Yosys count | share of synthesized area (%) |
|---|---|---|
| compound gates | 6 | 8.56 |
| simple gates | 16 | 18.3 |
| flops | 12 | 59.0 |
| fa+ha+maj | 1 | 2.95 |
| xor+xnor | 5 | 10.3 |
| buf+inv | 1 | 0.884 |
stage by stage:
| step | area (um^2) | total power, mW |
|---|---|---|
| after detailed placement | 502 | 0.275 |
| after global placement | 502 | 0.275 |
| after CTS | 528 | 0.430 |
| after floorplan | 424 | 0.270 |
| final | 528 | 0.425 |
| after global routing | 528 | 0.444 |
layout make-up:
cell class | count | area (um^2)
clock buffer | 4 | 26.3
fill | 399 | 2890
multi-input combinational | 28 | 170
sequential | 12 | 250
timing repair buffer | 2 | 20.0
inverter | 1 | 3.75
tap | 46 | 57.6
where the power goes:
group          leakage [nW]  switching, mW  internal, mW
combinational        0.0521        0.00593       0.00724
clock                0.0150         0.0780        0.0772
sequential           0.0994        0.00642         0.250
cells in the mapped netlist, drive strengths merged:
library cell and number:
a21oi 2, and2 1, dfxtp 11, edfxtp 1
ha 1, inv 1, nand2 2, nand3 4
nand4 1, nor2 5, nor4 1, o21a 1
o21ai 2, o31a 1, or3 2, xnor2 2
xor2 3
placed cells by master (no fill, tap or decap), drive strengths merged:
| cell | Yosys | layout |
|---|---|---|
| nor4 | 1 | 1 |
| clkbuf | 0 | 4 |
| o31a | 1 | 1 |
| nand4 | 1 | 1 |
| or3 | 2 | 2 |
| clkdlybuf4s50 | 0 | 2 |
| nand2 | 2 | 2 |
| xnor2 | 2 | 2 |
| ha | 1 | 1 |
| nand3 | 4 | 4 |
| edfxtp | 1 | 1 |
| nor2 | 5 | 5 |
| o21a | 1 | 1 |
| a21oi | 2 | 2 |
| o21ai | 2 | 2 |
| xor2 | 3 | 3 |
| and2 | 1 | 1 |
| inv | 1 | 1 |
| dfxtp | 11 | 11 |
Power and IR drop assume default switching activity.
